## ./constraint.sdc

```tcl
current_design arbiter

set clk_period 9.5
set clk_io_pct 0.2

create_clock -name clk0 -period $clk_period [get_ports {sys_clk}]

set non_clock_inputs [all_inputs -no_clocks]
set_input_delay [expr $clk_period * $clk_io_pct] -clock clk0 $non_clock_inputs
set_output_delay [expr $clk_period * $clk_io_pct] -clock clk0 [all_outputs]
```

## ./design.v

```verilog
module arbiter(
    input wire sys_clk,
    input wire sys_rst_n,
    input wire [511:0] 	mac_rx_fifo_dout  			, 
	input wire [7:0]	mac_rx_fifo_empty        	, 
	input wire [7:0]	mac_rx_fifo_almost_empty 	, 
	input wire [7:0]	mac_rx_fifo_underflow    	, 
	output wire [7:0]	mac_rx_fifo_rd_clk      , 
	output wire [7:0]	mac_rx_fifo_rd_en       , 
	input wire [143:0] 			mac_rx_que_fifo_dout			, 
	input wire [7:0]			mac_rx_que_fifo_empty			, 
	input wire [7:0]			mac_rx_que_fifo_almost_empty	, 
	input wire [7:0]			mac_rx_que_fifo_underflow		, 
	output wire [7:0]			mac_rx_que_fifo_rd_en			, 
    input wire [7:0]	mac_tx_fifo_full        , 
	input wire [7:0]	mac_tx_fifo_almost_full , 
	input wire [7:0]	mac_tx_fifo_overflow    , 
	input wire [7:0] 	mac_tx_fifo_prog_empty	, 
	output wire [7:0] 	mac_tx_fifo_wr_clk      , 
	output wire [511:0] mac_tx_fifo_din  		, 
	output wire [7:0]	mac_tx_fifo_wr_en       , 
	input wire [7:0]	mac_tx_que_fifo_full			, 
	input wire [7:0]	mac_tx_que_fifo_almost_full		, 
	input wire [7:0]	mac_tx_que_fifo_overflow		, 
	output wire [7:0]			mac_tx_que_fifo_wr_en	, 
	output wire [143:0] 		mac_tx_que_fifo_din		, 
    output wire [2:0] rx_mac_choose, 
	output wire [15:0] mac_length, 
    output wire [7:0] mac_length_ju, 
    output wire mac_length_en, 
	output wire [2:0] tx_mac_choose, 
	output wire rx_fifo_rd_en       , 
	output reg [63:0] rx_fifo_dout  , 
	output wire rx_fifo_empty        , 
	output wire rx_fifo_almost_empty , 
	output wire rx_fifo_underflow    , 
	input wire tx_fifo_wr_clk      , 
	input wire [63:0] tx_fifo_din  , 
	input wire tx_fifo_wr_en       , 
	output wire tx_fifo_full         ,  
	output wire tx_fifo_almost_full  ,  
	output wire tx_fifo_overflow      
);
assign mac_rx_fifo_rd_clk = {sys_clk,sys_clk,sys_clk,sys_clk,sys_clk,sys_clk,sys_clk,sys_clk};
assign rx_fifo_rd_en = mac_rx_fifo_rd_en[0] || mac_rx_fifo_rd_en[1] || 
						mac_rx_fifo_rd_en[2] || mac_rx_fifo_rd_en[3] || 
						mac_rx_fifo_rd_en[4] || mac_rx_fifo_rd_en[5] || 
						mac_rx_fifo_rd_en[6] || mac_rx_fifo_rd_en[7];
always @(*) begin
	if(!sys_rst_n)
		rx_fifo_dout = 64'd0;
	else 
		case(rx_mac_choose)
			3'd0: rx_fifo_dout = mac_rx_fifo_dout[64*0+63:64*0];
			3'd1: rx_fifo_dout = mac_rx_fifo_dout[64*1+63:64*1];
			3'd2: rx_fifo_dout = mac_rx_fifo_dout[64*2+63:64*2];
			3'd3: rx_fifo_dout = mac_rx_fifo_dout[64*3+63:64*3];
			3'd4: rx_fifo_dout = mac_rx_fifo_dout[64*4+63:64*4];
			3'd5: rx_fifo_dout = mac_rx_fifo_dout[64*5+63:64*5];
			3'd6: rx_fifo_dout = mac_rx_fifo_dout[64*6+63:64*6];
			3'd7: rx_fifo_dout = mac_rx_fifo_dout[64*7+63:64*7];
		endcase
end
arbiter_rx arbiter_rx_inst(
    .sys_clk		(sys_clk), 
    .sys_rst_n		(sys_rst_n), 
    .mac_length		(mac_length),            
    .mac_length_ju	(mac_length_ju),           
    .mac_length_en	(mac_length_en),                
    .rx_mac_choose	(rx_mac_choose),         
	.mac_rx_fifo_empty        (mac_rx_fifo_empty), 
	.mac_rx_fifo_almost_empty (mac_rx_fifo_almost_empty), 
	.mac_rx_fifo_underflow    (mac_rx_fifo_underflow), 
	.mac_rx_fifo_rd_en      	(mac_rx_fifo_rd_en), 
	.mac_rx_que_fifo_dout			(mac_rx_que_fifo_dout), 
	.mac_rx_que_fifo_empty			(mac_rx_que_fifo_empty), 
	.mac_rx_que_fifo_almost_empty	(mac_rx_que_fifo_almost_empty), 
	.mac_rx_que_fifo_underflow		(mac_rx_que_fifo_underflow), 
	.mac_rx_que_fifo_rd_en			(mac_rx_que_fifo_rd_en)    
);
endmodule
module arbiter_rx(
    input wire sys_clk,
    input wire sys_rst_n,
    output reg [15:0] mac_length,            
    output reg [7:0] mac_length_ju,           
    output reg mac_length_en,                
    output reg [2:0] rx_mac_choose,         
	input wire [7:0] mac_rx_fifo_empty        , 
	input wire [7:0] mac_rx_fifo_almost_empty , 
	input wire [7:0] mac_rx_fifo_underflow    , 
	output reg [7:0] mac_rx_fifo_rd_en       , 
	input wire [143:0] 	        mac_rx_que_fifo_dout			, 
	input wire [7:0]			mac_rx_que_fifo_empty			,	 
	input wire [7:0]			mac_rx_que_fifo_almost_empty	,		 
	input wire [7:0]			mac_rx_que_fifo_underflow		,	 
	output reg [7:0]		    mac_rx_que_fifo_rd_en			    
);
localparam RX_IDLE      = 5'b0_0001; 
localparam RX_CHOOSE    = 5'b0_0010; 
localparam RX_QUE_DATA  = 5'b0_0100; 
localparam RX_DATA      = 5'b0_1000; 
localparam RX_ERR       = 5'b1_0000; 
reg [2:0] cnt[7:0];
reg [7:0] mac_length_cnt;    
reg [4:0] cur_state;
reg [4:0] next_state;
always @(posedge sys_clk or negedge sys_rst_n) begin
    if(!sys_rst_n)
        rx_mac_choose <= 3'b0;
    else
        case(next_state)
            RX_CHOOSE:
                rx_mac_choose <= rx_mac_choose + 1;
            default:
                rx_mac_choose <= rx_mac_choose;
        endcase
end
always @(posedge sys_clk or negedge sys_rst_n) begin
    if(!sys_rst_n)
        cur_state <= RX_IDLE;
    else
        cur_state <= next_state;
end
always @(*) begin
    if(!sys_rst_n) begin
        next_state = RX_IDLE;
    end else
        case (cur_state)
            RX_IDLE: 
                if(mac_rx_que_fifo_empty == 0)
                    next_state = cur_state;
                else
                    next_state = RX_CHOOSE;
            RX_CHOOSE:
                if(!mac_rx_que_fifo_empty[rx_mac_choose])
                    next_state = RX_QUE_DATA;
                else if(mac_rx_que_fifo_empty == 0)
                    next_state = RX_IDLE;
                else
                    next_state = cur_state;
            RX_QUE_DATA:
                    next_state = RX_DATA;
            RX_DATA:
                if(mac_length == 0)
                    next_state = RX_IDLE;
                else if(mac_length_cnt == mac_length_ju)
                    next_state = RX_IDLE;
                else if(mac_rx_fifo_empty[rx_mac_choose])
                    next_state = RX_ERR;
                else
                    next_state = cur_state;
            RX_ERR:
                    next_state = RX_IDLE;
            default: 
                next_state = RX_IDLE;
        endcase
end
always @(posedge sys_clk or negedge sys_rst_n) begin
    if(!sys_rst_n)
        mac_length_cnt <= 16'd0;
    else
        case (next_state)
            RX_DATA: 
                mac_length_cnt <= mac_length_cnt + 1;
            default: 
                mac_length_cnt <= 8'd0;
        endcase
end
always @(posedge sys_clk or negedge sys_rst_n) begin
    if(!sys_rst_n)
        mac_length <= 16'd0;
    else
        case (next_state)
            RX_QUE_DATA: 
                case(rx_mac_choose)
                    3'd0: mac_length <= mac_rx_que_fifo_dout[18*0+15:18*0];
                    3'd1: mac_length <= mac_rx_que_fifo_dout[18*1+15:18*1];
                    3'd2: mac_length <= mac_rx_que_fifo_dout[18*2+15:18*2];
                    3'd3: mac_length <= mac_rx_que_fifo_dout[18*3+15:18*3];
                    3'd4: mac_length <= mac_rx_que_fifo_dout[18*4+15:18*4];
                    3'd5: mac_length <= mac_rx_que_fifo_dout[18*5+15:18*5];
                    3'd6: mac_length <= mac_rx_que_fifo_dout[18*6+15:18*6];
                    3'd7: mac_length <= mac_rx_que_fifo_dout[18*7+15:18*7];
                endcase
            RX_DATA:
                mac_length <= mac_length;
            default: 
                mac_length <= 16'd0;
        endcase
end
always @(posedge sys_clk or negedge sys_rst_n) begin
    if(!sys_rst_n)
        mac_length_en <= 1'd0;
    else
        case (next_state)
            RX_QUE_DATA: 
                mac_length_en <= 1'd1;
            default: 
                mac_length_en <= 1'd0;
        endcase
end
always @(posedge sys_clk or negedge sys_rst_n) begin
    if(!sys_rst_n)
        mac_rx_que_fifo_rd_en <= 8'd0;
    else
        case (next_state)
            RX_QUE_DATA: 
                mac_rx_que_fifo_rd_en[rx_mac_choose] <= 1'd1;
            default: 
                mac_rx_que_fifo_rd_en[rx_mac_choose] <= 1'd0;
        endcase
end
always @(posedge sys_clk or negedge sys_rst_n) begin
    if(!sys_rst_n)
        mac_rx_fifo_rd_en <= 8'd0;
    else
        case (next_state)
            RX_DATA: 
                if(mac_length == 0)
                    mac_rx_fifo_rd_en[rx_mac_choose] <= 1'd0;
                else
                    mac_rx_fifo_rd_en[rx_mac_choose] <= 1'd1;
            default: 
                mac_rx_fifo_rd_en[rx_mac_choose] <= 1'd0;
        endcase
end
always @(*) begin
    if(mac_length >> 3 << 3 == mac_length)
        mac_length_ju = (mac_length >> 3);
    else 
        mac_length_ju = (mac_length >> 3) + 1;
end
endmodule
```

## ./run.sh

```bash
#!/bin/bash
# OpenROAD 26Q1-2900-gdf79404cd8, Yosys 0.63+post, stock flow scripts
make -C /OpenROAD-flow-scripts/flow DESIGN_CONFIG=/design/flow/config.mk WORK_HOME=/design/flow/orfs finish
```

## ./config.mk

```make
export PLATFORM = sky130hd
export DESIGN_NAME = arbiter
export DESIGN_NICKNAME = arbiter
export VERILOG_FILES = /design/flow/design.v
export SDC_FILE = /design/flow/constraint.sdc
export NUM_CORES = 4
export LEC_CHECK = 1
export CORE_AREA = 10 10 623 623
export DIE_AREA = 0 0 633 633
```

==> flow_summary_export.csv <==
group,metric,value,unit
global_routing,grt-ovfl-total,0,
clock_network,hold_buffers,0,
global_routing,globalRouteTotalUtil,7.57,%
synthesis,ys_cells,1565,
sta,finalMaxSlewViolations,0,
setup_path,cp_data_arrival_time,5430,ps
synthesis,synth-edff-count,0,
detailed_routing,remaining_drc_errors,0,
synthesis,synth_async_sr_flop_share,100,%
synthesis,yosys_warnings,691,
synthesis,synth.avg_cell_area,7.87,um2
placement,dp_slack,2480,ps
power_and_ir_drop,power_leakage,8.46,nW
sta,max-slew-margin-rel,43.8,%
detailed_routing,via_per_inst,1.77,
placement,place_congestion,0.836,
global_routing,first_global_vias,13268,
detailed_routing,post_drt_wl_per_cell,21.9,um
sta,tns,0,ps
run_status,outcome,"finished clean",
synthesis,synth-area-yosys,0.0123,mm2
clock_network,clkTransAtPathRegs,80,ps
synthesis,ys.flop_type,"dfrtp_1",
global_routing,grt_max_degree,47,
floorplan,die_width,633,um
sta,fin_skew,12.0,ps
power_and_ir_drop,powerDensity,190,mW/mm2
synthesis,syn_area,0.0123,mm2
setup_path,worst_ep_required_time,7600,ps
floorplan,dieArea,0.401,mm2
finish,fin_cells,7335,
synthesis,ys_seq_share,9.96,%
setup_path,rrSetupSlack,5710,ps
global_routing,antenna_found_initial,133,
floorplan,ios,1634,
clock_network,cts_tree,"yes",
job,warnings,210,
global_routing,grt_pass1_wl,184,mm
detailed_routing,drtAntennaViolNets,0,
placement,dp_hpwl,150,mm
synthesis,synth_cell_type_count,55,
floorplan,initial_core_util,3.29,%
clock_network,cts_setup_buffers,0,
setup_path,end_kind,"primary output",
setup_path,crit_start,"sys_clk",
finish,drive_gt1_share,6.90,%
setup_path,crit_fanout,4,
sta,rsz0062_at_grt,"no",
finish,lay_top_count,"clkdlybuf4s50_1",
clock_network,worstSkewPairLatency,430,ps
setup_path,reg2reg_from,"arbiter_rx_inst.rx_mac_choose[1]$_DFFE_PN0N_",
sta,setup_violations,0,
power_and_ir_drop,power,4.60,mW
setup_path,worst_path_most_repeated_cell,"clkbuf_16",
setup_path,critPathTopFamily,"buffers and inverters",
detailed_routing,vias,13002,
detailed_routing,dr.pass1.iters,6,
setup_path,cp_slowest_cell,"clkdlybuf4s50_1",
setup_path,cp-endpoint,"mac_rx_fifo_rd_clk[6]",
finish,mostFrequentLayoutCells,"clkdlybuf4s50_1, conb_1, mux2i_1",
setup_path,crit_cells,3,
setup_path,reg2reg_depth,10,
synthesis,synth_flops,49,
min_path,min_path_type,"reg2reg",
detailed_routing,drtIter0Drc,1020,
synthesis,syn_inst,1565,
floorplan,die_y,633,um
sta,hold_violations,0,
clock_network,ctsResizeCount,0,
sta,setup_ws,2170,ps
floorplan,core,0.375,mm2
job,drv_cap,0,
setup_path,criticalPathCategory,"clk2out",
setup_path,path_buffers,3,
sta,tightest_slew,844,ps
finish,final_util,6.45,%
detailed_routing,wirelength,160,mm
power_and_ir_drop,peakVddDrop,0.143,mV
finish,syn_to_final_growth,96.3,%
floorplan,std_cell_rows,225,
setup_path,cp_cell_sequence,"clkbuf_16 -> clkbuf_16 -> clkdlybuf4s50_1",
placement,port_buffers,774,
setup_path,worst_setup_path_start_kind,"clock port",
setup_path,r2r-end,"arbiter_rx_inst.mac_length[5]$_DFFE_PN0P_",
placement,dpl.cell_count,7300,
setup_path,cpPeakStageDelay,410,ps
[metal layers]
| metal | global-route usage (%) | part of all wire [%] | wire length (um) | up-vias |
|---|---|---|---|---|
| li1 | - | - | - | 5692 |
| met1 | 8.19 | 35 | 56500 | 6028 |
| met2 | 13.0 | 49 | 78400 | 964 |
| met3 | 4.61 | 14 | 22300 | 238 |
| met4 | 0.739 | 1.7 | 2720 | 80 |
| met5 | 0 | 0.33 | 537 | - |
[through the flow]
stage               area [um2]  hold slack, ps
global route             24100             516
global placement         23900             466
finish                   24200             486
detailed placement       23900             473
floorplan                14900             426
CTS                      24100             490
[cells by family (layout without fill, tap and decap cells)]
logic type	Yosys count	in the layout	synth area share, %
muxes	169	169	14.7
adders and majority gates	11	11	1.12
xor gates and xnor gates	23	23	1.75
AOI/OAI and AO/OA	364	364	20.9
buffers and inverters	792	857	45.6
and+or+nand+nor	156	156	5.88
other	1	712	0.0304
DFF	49	49	9.96
[power breakdown]
group          switching (mW)  internal (mW)
Sequential             0.0841          0.243
Clock                   0.124          0.252
Combinational            2.52           1.37
Total                    2.73           1.87
[how the worst min path moves through the flow]
stage | start | to | slack, ps | cells past startpoint
6_report | flip-flop | flip-flop | 490 | 2
5_1_grt | flip-flop | flip-flop | 520 | 2
4_1_cts | flip-flop | flip-flop | 490 | 2
[synthesized netlist by cell type, types with 4 or more instances]
cell	count	area (um2)
mux2i_1	100	1000
buf_2	14	70.1
nand2b_1	5	31.3
dfrtp_1	48	1200
mux2_2	66	743
buf_4	697	5230
xnor2_1	11	96.3
a222oi_1	81	811
nor2_1	12	45.0
o21ai_0	84	420
inv_1	6	22.5
a21oi_1	82	410
nand3_1	8	40.0
clkbuf_1	67	251
o2bb2ai_1	16	140
buf_1	4	15.0
nand2_1	96	360
or4_1	6	45.0
and2_1	4	25.0
a21boi_0	64	480
o221ai_1	15	131
a31oi_1	7	43.8
ha_1	11	138
xor2_1	11	96.3
nor3_1	5	25.0
nor4_1	5	31.3
[worst register-to-register path: stages (launching register included)]
cell	delay, ps
dfrtp_1	670
inv_1	230
ha_1	270
ha_4	300
or4_1	650
nor2_4	110
buf_4	400
buf_4	480
a21oi_1	220
buf_4	210
o2bb2ai_1	150
[layout make-up]
| class | count | area (um2) |
|---|---|---|
| multi-input combinational | 1412 | 8120 |
| tap | 4994 | 6250 |
| timing repair buffer | 830 | 8150 |
| sequential | 49 | 1230 |
| clock inverter | 2 | 35.0 |
| clock buffer | 18 | 309 |
| inverter | 7 | 31.3 |
| antenna | 23 | 57.6 |
| fill | 44163 | 351000 |
Power and IR drop assume default switching activity.
