[config.mk]
export PLATFORM = sky130hd
export DESIGN_NAME = ctl_center
export DESIGN_NICKNAME = ctl_center
export VERILOG_FILES = /design/flow/design.v
export SDC_FILE = /design/flow/constraint.sdc
export NUM_CORES = 4
export LEC_CHECK = 1
export CORE_UTILIZATION = 30
[constraint.sdc]
current_design ctl_center

set clk_period 9.1
set clk_io_pct 0.2

create_clock -name clk0 -period $clk_period [get_ports {sys_clk}]

set non_clock_inputs [all_inputs -no_clocks]
set_input_delay [expr $clk_period * $clk_io_pct] -clock clk0 $non_clock_inputs
set_output_delay [expr $clk_period * $clk_io_pct] -clock clk0 [all_outputs]
[design.v]
module ctl_center(
    input wire sys_clk,
    input wire sys_rst_n,
    input wire [63:0] rx_fifo_dout		, 
	input wire rx_fifo_rd_en			, 
    input wire [2:0] rx_mac_choose		, 
	input wire [15:0] mac_length		, 
    input wire [7:0] mac_length_ju		, 
    input wire mac_length_en			, 
	output wire [63:0] tx_fifo_din, 
	output wire tx_fifo_wr_en, 
	input wire [2:0] tx_mac_choose, 
	input wire tx_en, 
	output wire tx_data_ready, 
	input wire flooding, 
	output wire mac_addr_en			, 
	output wire [47:0] D_mac		, 
	output wire [47:0] S_mac		, 
	output wire [2:0] S_port_num	, 
	input wire [8:0] rx_addr, 
	output wire [63:0] rx_data, 
	output wire rx_en, 
	input wire [63:0] tx_data, 
	output wire [8:0] tx_addr, 
	output wire cache_tx_en, 
	output wire [24:0] rx_queue_data, 
	output wire rx_queue_en, 
	output wire [2:0] rx_fifo_choose, 
	input wire [24:0] que_fifo_data_dout, 
	input wire tx_que_data_empty, 
	output wire tx_que_data_en, 
	output wire tx_fifo_choose_en	, 
	output wire [2:0] tx_fifo_choose 
);
rx_ctl_center rx_ctl_center_inst(
    .sys_clk		(sys_clk), 
    .sys_rst_n		(sys_rst_n), 
    .rx_fifo_dout			(rx_fifo_dout), 
	.rx_fifo_rd_en			(rx_fifo_rd_en), 
    .rx_mac_choose		(rx_mac_choose), 
	.mac_length			(mac_length), 
    .mac_length_ju		(mac_length_ju), 
    .mac_length_en		(mac_length_en), 
	.flooding			(flooding), 
	.mac_addr_en		(mac_addr_en), 
	.D_mac				(D_mac), 
	.S_mac				(S_mac), 
	.S_port_num			(S_port_num), 
	.rx_addr		(rx_addr), 
	.rx_data		(rx_data), 
	.rx_en			(rx_en), 
	.rx_queue_data			(rx_queue_data), 
	.rx_queue_en			(rx_queue_en), 
	.rx_fifo_choose			(rx_fifo_choose) 
);
tx_ctl_center tx_ctl_center_inst(
    .sys_clk		(sys_clk), 
    .sys_rst_n		(sys_rst_n), 
	.tx_fifo_din		(tx_fifo_din), 
	.tx_fifo_wr_en		(tx_fifo_wr_en), 
	.tx_mac_choose		(tx_mac_choose), 
	.tx_en				(tx_en), 
	.tx_data_ready		(tx_data_ready), 
    .tx_data			(tx_data), 
	.tx_addr			(tx_addr), 
	.cache_tx_en		(cache_tx_en), 
    .que_fifo_data_dout		(que_fifo_data_dout), 
	.tx_que_data_empty		(tx_que_data_empty), 
	.tx_que_data_en			(tx_que_data_en), 
	.tx_fifo_choose_en		(tx_fifo_choose_en), 
	.tx_fifo_choose			(tx_fifo_choose) 
);
endmodule
module rx_ctl_center(
    input wire sys_clk,
    input wire sys_rst_n,
    input wire [63:0] rx_fifo_dout		, 
	input wire rx_fifo_rd_en			, 
    input wire [2:0] rx_mac_choose		, 
	input wire [15:0] mac_length		, 
    input wire [7:0] mac_length_ju		, 
    input wire mac_length_en			, 
	input wire flooding, 
	output reg mac_addr_en			, 
	output reg [47:0] D_mac			, 
	output reg [47:0] S_mac			, 
	output wire [2:0] S_port_num	, 
	input wire [8:0] rx_addr, 
	output reg [63:0] rx_data, 
	output reg rx_en, 
	output reg [24:0] rx_queue_data, 
	output reg rx_queue_en, 
	output reg [2:0] rx_fifo_choose 
);
localparam RX_IDLE 	    = 4'b0001;
localparam RX_DATA 	    = 4'b0010;
localparam RX_OK 	    = 4'b0100;
localparam RX_FLOODING  = 4'b1000;
reg flooding_en;
reg [3:0] rx_cur_state;
reg [3:0] rx_next_state;
reg [3:0] flooding_cnt;
reg [7:0] data_cnt; 
reg [15:0] mac8_length;	 
reg [7:0] mac64_length;	 
reg [24:0] queue_data; 
assign S_port_num = rx_mac_choose;
always @(posedge sys_clk or negedge sys_rst_n) begin
	if(!sys_rst_n)
		rx_en <= 1'b0;
	else
		rx_en <= rx_fifo_rd_en;
end
always @(posedge sys_clk or negedge sys_rst_n) begin
	if(!sys_rst_n)
		mac64_length <= 8'd0;
	else if(mac_length_en)
		mac64_length <= mac_length_ju;
	else
		mac64_length <= mac64_length;
end
always @(posedge sys_clk or negedge sys_rst_n) begin
	if(!sys_rst_n)
		mac8_length <= 16'd0;
	else if(mac_length_en)
		mac8_length <= mac_length;
	else
		mac8_length <= mac8_length;
end
always @(posedge sys_clk or negedge sys_rst_n) begin
	if(!sys_rst_n)
		rx_cur_state <= RX_IDLE;
	else
		rx_cur_state <= rx_next_state;
end
always @(*) begin
	rx_next_state = RX_IDLE;
	case (rx_cur_state)
		RX_IDLE: 
			if(rx_fifo_rd_en == 1)
				rx_next_state = RX_DATA;
			else
				rx_next_state = rx_cur_state;
		RX_DATA:
			if(rx_fifo_rd_en == 0)
				rx_next_state = RX_OK;
			else
				rx_next_state = rx_cur_state;
		RX_OK:
            if(flooding_en)
                rx_next_state = RX_FLOODING;
            else
			    rx_next_state = RX_IDLE;
        RX_FLOODING:
            if(flooding_cnt == 4'd8)
                rx_next_state = RX_IDLE;
            else
                rx_next_state = rx_cur_state;
		default: rx_next_state = RX_IDLE;
	endcase
end
always @(posedge sys_clk or negedge sys_rst_n) begin
	if(!sys_rst_n) begin
		D_mac <= 48'd0;
		S_mac <= 48'd0;
		mac_addr_en <= 1'b0;
	end else
		case (rx_next_state)
			RX_DATA: 
				case(data_cnt)
					8'd1: begin
						D_mac <= rx_fifo_dout[63:16];
						S_mac[47:32] <= rx_fifo_dout[15:0];
					end
					8'd2: begin
						S_mac[31:0] <= rx_fifo_dout[63:32];
						mac_addr_en <= 1'b1;
					end
					default: ;
				endcase
			default: D_mac <= 48'd0;
		endcase
end
always @(posedge sys_clk or negedge sys_rst_n) begin
	if(!sys_rst_n)
		data_cnt <= 8'd0;
	else
		case(rx_next_state)
			RX_DATA: 
				data_cnt <= data_cnt + 1;
			default:
				data_cnt <= 8'd0;
		endcase
end
always @(posedge sys_clk or negedge sys_rst_n) begin
	if(!sys_rst_n)
		rx_data <= 64'd0;
	else
		case(rx_next_state)
			RX_DATA: 
				rx_data <= rx_fifo_dout;
			default:
				rx_data <= 64'd0;
		endcase
end
always @(posedge sys_clk or negedge sys_rst_n) begin
	if(!sys_rst_n)
		rx_queue_data <= 25'd0;
	else
		case(rx_next_state)
			RX_DATA: 
				rx_queue_data <= {rx_addr, mac8_length};
			default:
				rx_queue_data <= rx_queue_data;
		endcase
end
always @(posedge sys_clk or negedge sys_rst_n) begin
	if(!sys_rst_n)
		rx_queue_en <= 1'b0;
	else
		case(rx_next_state)
			RX_OK:
				rx_queue_en <= 1'b1;
			default:
				rx_queue_en <= 1'b0;
		endcase
end
always @(posedge sys_clk or negedge sys_rst_n) begin
	if(!sys_rst_n)
        flooding_cnt <= 4'd0;
    else
        case(rx_next_state)
            RX_FLOODING:
                flooding_cnt <= flooding_cnt + 1;
            default:
                flooding_cnt <= 4'd0;
        endcase
end
always @(posedge sys_clk or negedge sys_rst_n) begin
	if(!sys_rst_n)
		rx_fifo_choose <= 3'd0;
	else
        case(rx_next_state)
            RX_FLOODING:
                rx_fifo_choose <= flooding_cnt - 1;
            default:
		        rx_fifo_choose <= rx_mac_choose;
        endcase
end
always @(posedge sys_clk or negedge sys_rst_n) begin
	if(!sys_rst_n)
        flooding_en <= 1'b0;
    else if(flooding)
        flooding_en <= 1'b1;
    else if(rx_next_state == RX_IDLE)
        flooding_en <= 1'b0;
    else
        flooding_en <= flooding_en;
end
endmodule
module tx_ctl_center(
    input wire sys_clk,
    input wire sys_rst_n,
	output reg [63:0] tx_fifo_din, 
	output reg tx_fifo_wr_en, 
	input wire [2:0] tx_mac_choose, 
	input wire tx_en, 
	output reg tx_data_ready, 
    input wire [63:0] tx_data, 
	output reg [8:0] tx_addr, 
	output reg cache_tx_en, 
    input wire [24:0] que_fifo_data_dout, 
	input wire tx_que_data_empty, 
	output wire tx_que_data_en, 
	output reg tx_fifo_choose_en	, 
	output reg [2:0] tx_fifo_choose 
);
localparam TX_IDLE 				= 7'b000_0001;
localparam TX_RDQUE_DATA 		= 7'b000_0010;
localparam TX_RDMACTABLE_DATA 	= 7'b000_0100;
localparam TX_DATA 				= 7'b000_1000;
localparam TX_EMPTY 			= 7'b001_0000;
localparam TX_OK 				= 7'b010_0000;
localparam TX_CHECK 			= 7'b100_0000;
reg [6:0] tx_cur_state;
reg [6:0] tx_next_state;
reg [15:0] tx_mac_length;
always @(posedge sys_clk or negedge sys_rst_n) begin
	if(!sys_rst_n)
		tx_fifo_choose <= 3'b0;
	else if(tx_en)
		tx_fifo_choose <= tx_mac_choose;
	else
		tx_fifo_choose <= tx_fifo_choose;
end
always @(posedge sys_clk or negedge sys_rst_n) begin
	if(!sys_rst_n)
		tx_cur_state <= TX_IDLE;
	else
		tx_cur_state <= tx_next_state;
end
always @(*) begin
	tx_next_state = TX_IDLE;
	case(tx_cur_state)
		TX_IDLE:
			if(tx_en)
				tx_next_state = TX_RDQUE_DATA;
			else
				tx_next_state = tx_cur_state;
		TX_RDQUE_DATA:
			if(tx_que_data_en)
				tx_next_state = TX_RDMACTABLE_DATA;
			else if(tx_que_data_empty)
				tx_next_state = TX_EMPTY;
			else
				tx_next_state = tx_cur_state;
		TX_RDMACTABLE_DATA:
				tx_next_state = TX_DATA;
		TX_DATA:
			if(!cache_tx_en)
				tx_next_state = TX_OK;
			else
				tx_next_state = tx_cur_state;
		TX_OK:;
		TX_EMPTY:;
		TX_CHECK:;
		default:;
	endcase
end
always @(posedge sys_clk or negedge sys_rst_n) begin
	if(!sys_rst_n)
		tx_fifo_din <= 64'd0;
	else
		case(tx_next_state)
			TX_DATA:
				tx_fifo_din <= tx_data;
			default:
				tx_fifo_din <= 64'd0;
		endcase
end
always @(posedge sys_clk or negedge sys_rst_n) begin
	if(!sys_rst_n)
		tx_fifo_wr_en <= 1'd0;
	else
		case(tx_next_state)
			TX_DATA:
				tx_fifo_wr_en <= cache_tx_en;
			default:
				tx_fifo_wr_en <= 1'd0;
		endcase
end
always @(posedge sys_clk or negedge sys_rst_n) begin
	if(!sys_rst_n)
		tx_mac_length <= 16'd0;
	else
		case(tx_next_state)
			TX_RDQUE_DATA:
				if(tx_que_data_en)
					tx_mac_length <= que_fifo_data_dout[15:0];
				else
					tx_mac_length <= tx_mac_length;
			default:
				tx_mac_length <= tx_mac_length;
		endcase
end
always @(posedge sys_clk or negedge sys_rst_n) begin
	if(!sys_rst_n)
		cache_tx_en <= 1'd0;
	else
		case(tx_next_state)
			TX_DATA:
				cache_tx_en <= 1'b1;
			default:
				cache_tx_en <= 1'd0;
		endcase
end
always @(posedge sys_clk or negedge sys_rst_n) begin
	if(!sys_rst_n)
        tx_addr <= 9'd0;
    else
        case(tx_next_state)
            TX_RDQUE_DATA:
                if(tx_que_data_en)
                    tx_addr <= que_fifo_data_dout[24:16];
                else
                    tx_addr <= tx_addr;
			TX_DATA:
                tx_addr <= tx_addr;
            default:
                tx_addr <= 9'd0;
        endcase
end
endmodule
[run.sh]
#!/bin/bash
# OpenROAD 26Q1-2900-gdf79404cd8, Yosys 0.63+post, stock flow scripts
make -C /OpenROAD-flow-scripts/flow DESIGN_CONFIG=/design/flow/config.mk WORK_HOME=/design/flow/orfs finish
==> run notes <==
The run has ended; figures from its reports follow.

Post-synth the commonest register cell is sky130_fd_sc_hd__dfrtp_1. The minimum clock period after layout is 4700 ps. The number of setup buffers added after CTS is 0.

The total half-perimeter wirelength after legalization and detailed placement came out at 20,300 µm. Per STA, the library cell used most along the worst path is sky130_fd_sc_hd__clkdlybuf4s50_1. The final-report max-slew violation count is 0. Yosys instantiated no cell more often than sky130_fd_sc_hd__dfrtp_1. At the later pin of the worst-skew pair, clock insertion delay measures about 540 ps. The number of levels in the clock H-tree came out at 2. The buffer-and-inverter tally for the worst setup path is 2.

The yosys-reported design area after synthesis came out at between 10,000 and 15,000 µm². For this design, the slowest cell found on the critical path is sky130_fd_sc_hd__clkdlybuf4s50_1. The number of vias per cell after detailed routing is 4.32.

The highest cell delay on the worst timing path came out at 560 ps. The final critical-path share of the clock period came out at between 50 and 60%. The kind of launch point of the worst setup path is a primary input.

The run finished with clean final reports. The sequential fraction of the synthesis area is between 60 and 70%. The final timing report lists clock skew as about 11 ps. Per the synthesis report, the dominant area consumer among library cells is sky130_fd_sc_hd__dfrtp_1. The site row count came out at ~70. The share of flip-flops with an asynchronous set or reset after synthesis came out at 100%.

The total count of hold-check failures in the final report is 0. The via count of the first global-routing pass is 8,206. The dominant delay contributor by cell family on the critical path is buffers and inverters. The core area came out at between 30,000 and 40,000 µm².

In this run, distinct cell masters in the synthesized netlist total around 40. The mean cell area of the mapped netlist came out at 12.9 µm². The fraction of final layout cells sized beyond drive strength 1 came out at a little over a tenth. On the critical path the data arrives at around 2900 ps. The tree is rooted in a sky130_fd_sc_hd__clkbuf_16.

The combined global-route utilization of all metal layers is 16.7%. The number of OpenROAD warnings came out at around 60. The detailed router placed 7,741 vias in this run. Of the total synthesized cell area, the portion taken by AND, OR, NAND and NOR gates is ~16%. The placement summary gives the final routability congestion estimate as 0.799. After synthesis the cells add up to roughly 11,000 µm². The post-synthesis sequential element count is 307. The yosys cell count came out at about 860. The flow reports an fmax of 0.213 GHz. The leakage power in the latest report is between 7 and 8 nW. The power density of the placed cells is between 150 and 200 nW/µm². The die span in x came out at 195 µm. STA classifies the critical path endpoint as an output pin.

The number of iterations in the first detailed-routing pass is 4. Timing analysis after detailed placement gives a worst setup slack of around 4400 ps. The post-cts hold-fix buffer tally is 0. The count of library flops with an enable pin is 0. The number of buffers between clock root and the deepest sink came out at 3. Post-CTS repair changed the size of 0 cells. The flow reports that combinational logic draws 11.7% of the design power. Setup repair after global routing left no endpoint under its margin. The commonest cells after synthesis are sky130_fd_sc_hd__dfrtp_1 (305), sky130_fd_sc_hd__nand2_1 (173), sky130_fd_sc_hd__and2_1 (141). The clock input transition at the sequential cells of the worst setup and hold paths came out at 60 ps. The total inserted antenna cells came out at 0. Of the total synthesized cell area, the portion taken by full adders, half adders and majority gates is less than 1%. The internal power of the cells totals ~0.0025 W. The CTS tree is built.

The switching power share of the total came out at a little under a quarter. The highest supply drop recorded on VDD is about 0.00015 V. The largest net degree at the start of global routing came out at 73. The die is about 190 µm tall.

The area overhead of the layout relative to synthesis is 52.9%. Synthesis produced between 800 and 900 cells. The count of nets left with antenna violations once routing finished came out at 0. The total global routing overflow is 0. The signal on the critical path passes through clkdlybuf4s50_1 -> clkdlybuf4s50_1. The critical path is of the primary input to output pin type. The count of warnings emitted by yosys came out at 5. Summed over all nets, the switching power comes to slightly above 0.0007 W.

The transition time of the tightest slew-check pin came out at 818 ps. The DRC violation count after routing is 0. By area the synthesized netlist is led by sky130_fd_sc_hd__dfrtp_1 (69%), sky130_fd_sc_hd__and2_1 (7.9%), sky130_fd_sc_hd__nand2_1 (5.8%), sky130_fd_sc_hd__mux2_4 (4.6%), sky130_fd_sc_hd__mux2_2 (3.4%).

The count of routing violations after the opening detailed-route iteration is 209. The required time of the worst setup path came out at around 7300 ps. The total clock buffers created by CTS is 35. The sequential group share of total power came out at a little under half. The floorplan report gives the top-level pin count as 474. The clock sink count came out at ~310. During placement, the flow inserted port buffers numbering ~440.

The part of the power in the clock network is roughly two fifths. The total wirelength of the detailed-routed design is between 20,000 and 30,000 µm. Once the floorplan was initialized, standard cells occupied a little under a third of the core. Summed over all failing endpoints, the final setup total negative slack is 0 ps. The final count of negative-setup-slack endpoints is 0. The number of antenna violations at the first check in global routing came out at 1. The post-synthesis share of cell area spent on xor and xnor gates is less than 1%. The most critical min-delay path falls under register to register. The number of max-cap violations is 0. The synthesis run shows multiplexers occupying ~8.2% of the cell area. In this run the biggest area consumer among cell types represents between 60% and 70% of the synthesized area.

The max-slew headroom at the worst pin came out at 45.3%. The average routed wire per standard cell came out at 16.6 µm. The largest fanout on the critical path came out at 2.

Per the OpenROAD floorplan log, the area of the die is about 38,000 µm². The aoi/oai-family share of the synthesized area came out at under 10%. The global-route wire length before repair came out at ~47,000 µm. The synthesis run identifies the leading combinational cell family as simple AND/OR/NAND/NOR gates.

The setup slack of the critical path after layout is 4400 ps.
## placed cells by master (no fill, tap or decap), drive strengths merged
cell             n
buf             13
nand3            6
clkbuf          53
dfstp            2
or3              1
clkdlybuf4s50  436
xnor2            3
dfrtp          305
nor2b            2
bufinv           1
mux2i            1
nor4b            2
clkinv           2
a2bb2oi          1
and2           141
nand2          173
ha               5
nand3b           1
nor4             1
and3             4
xor2             6
nand4            2
nor2            16
mux2            69
a21oi           50
conb             3
nand2b           4
o21ai            4
nor3             3
inv             13
and4b            1
a22o             1
## power groups by stage
stage	sequential (W)	combinational, W	clock [W]
after CTS	0.00151	0.000385	0.00138
after global routing	0.00152	0.000419	0.00143
final	0.00151	0.000376	0.00133
## cells by family (layout without fill, tap and decap cells)
family,after synthesis,in the layout
and+or+nand+nor,357,357
DFF,307,307
muxes,70,70
buffers and inverters,57,518
AOI/OAI and AO/OA,56,56
xor gates and xnor gates,9,9
adders and majority gates,5,5
other,1,3
## metal layers
metal	vias up	track usage (%)	wire [µm]
li1	3617	-	-
met3	44	6.30	2980
met1	3762	22.6	12100
met4	2	3.29	648
met2	316	26.3	14000
met5	-	0	13
## through the flow
| stage | total power [W] | cells | area (µm²) | hold slack (ps) | util (%) |
|---|---|---|---|---|---|
| finish | 0.00321 | 1793 | 17000 | 465 | 46.5 |
| global route | 0.00337 | 1793 | 17000 | 484 | 46.5 |
| CTS | 0.00327 | 1793 | 17000 | 465 | 46.5 |
| detailed placement | 0.00191 | 1734 | 16000 | 450 | 43.6 |
| global placement | 0.00191 | 1734 | 16000 | 434 | 43.6 |
| floorplan | 0.00161 | 864 | 11100 | 401 | - |
## worst reg2reg max path, cell delays in order (launching register included)
cell and delay (ps):
sky130_fd_sc_hd__dfstp_2 570, sky130_fd_sc_hd__o21ai_2 110, sky130_fd_sc_hd__nor3_4 180, sky130_fd_sc_hd__buf_4 410, sky130_fd_sc_hd__buf_4 550, sky130_fd_sc_hd__and2_1 230
## sequential cells by signal, indices dropped and copies added, names as in the netlist
register and count:
tx_ctl_center_inst.tx_fifo_din 64, rx_ctl_center_inst.flooding_en 1, rx_ctl_center_inst.rx_cur_state 4, tx_ctl_center_inst.tx_fifo_wr_en 1, rx_ctl_center_inst.rx_fifo_choose 3, rx_ctl_center_inst.S_mac 48, rx_ctl_center_inst.mac8_length 16, tx_ctl_center_inst.tx_addr 9
rx_ctl_center_inst.mac_addr_en 1, rx_ctl_center_inst.rx_queue_en 1, rx_ctl_center_inst.data_cnt 8, rx_ctl_center_inst.rx_en 1, rx_ctl_center_inst.rx_data 64, rx_ctl_center_inst.rx_queue_data 25, rx_ctl_center_inst.D_mac 48, rx_ctl_center_inst.flooding_cnt 4
tx_ctl_center_inst.tx_fifo_choose 3, tx_ctl_center_inst.cache_tx_en 1, tx_ctl_center_inst.tx_cur_state 5
## cell type report
cell class                 count  area [µm²]
tap                          468         586
sequential                   307        7680
clock inverter                 6        66.3
clock buffer                  53        1000
inverter                      10        37.5
fill                        3315       19600
timing repair buffer         449        4470
multi-input combinational    500        3190
## worst paths after layout
path	endpoint	startpoint	cells after the start	slack [ps]
hold reg to reg	rx_ctl_center_inst.mac_addr_en	rx_ctl_center_inst.mac_addr_en	1	460
setup / recovery	S_port_num[1]	rx_mac_choose[1]	2	4400
hold / removal	rx_ctl_center_inst.mac_addr_en	rx_ctl_center_inst.mac_addr_en	1	460
max in group asynchronous	rx_ctl_center_inst.rx_queue_data[20]	sys_rst_n	3	6110
setup reg to reg	rx_ctl_center_inst.rx_data[45]	rx_ctl_center_inst.rx_cur_state[0]	5	6990
min in group asynchronous	rx_ctl_center_inst.S_mac[0]	sys_rst_n	1	1260
Power is estimated from default activity; no workload was simulated.
